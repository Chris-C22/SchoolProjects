--- flow/config.mk ---
export PLATFORM = sky130hd
export DESIGN_NAME = Traffic_Control_top
export DESIGN_NICKNAME = Traffic_Control_top
export VERILOG_FILES = /design/flow/design.v
export SDC_FILE = /design/flow/constraint.sdc
export NUM_CORES = 4
export LEC_CHECK = 1
export CORE_UTILIZATION = 40
export SYNTH_HDL_FRONTEND = slang
--- flow/constraint.sdc ---
current_design Traffic_Control_top

set clk_period 5.3
set clk_io_pct 0.2

create_clock -name clk0 -period $clk_period [get_ports {clk}]

set non_clock_inputs [all_inputs -no_clocks]
set_input_delay [expr $clk_period * $clk_io_pct] -clock clk0 $non_clock_inputs
set_output_delay [expr $clk_period * $clk_io_pct] -clock clk0 [all_outputs]
--- flow/design.v ---
`timescale 1ns / 1ps
module BCD_To_7seg(
    input [3:0] Q,
    input reset,
    input wire [2:0] Light_NS,
    input wire [2:0] Light_EW,
    output reg [7:0]cathode,
    output reg [7:0] anode
);
always @(*) begin
    if (reset) begin
      anode = 8'b1111_1111;
      cathode = 8'b00000000;
    end
    else begin
    if ((Light_NS <= 3'b010 ) && (Light_EW <= 3'b100)) begin
        case (Q)
            4'b0000: begin
                anode = 8'b0111_1111;
                cathode = 8'b00001001; 
            end
            4'b0001: begin
                anode = 8'b1011_1111;
                cathode = 8'b11000101; 
            end
            4'b0010: begin
                anode = 8'b1111_0111;
                cathode = 8'b01001001; 
            end
            4'b0011: begin
                anode = 8'b1111_1011;
                cathode = 8'b11100001; 
            end
            4'b0100: begin
                anode = 8'b1111_1101;
                cathode = 8'b11000101; 
            end
            4'b0101: begin
                anode = 8'b11111110;
                cathode = 8'b00110001; 
            end
            default: begin
                anode = 8'b1111_1111;
                cathode = 8'b00000000;
            end
        endcase
    end else if((Light_NS <= 3'b100 ) && (Light_EW <= 3'b010) ) begin
        case (Q)
                    4'b0000: begin
                        anode = 8'b0111_1111;
                        cathode = 8'b01001001; 
                    end
                    4'b0001: begin
                        anode = 8'b1011_1111;
                        cathode = 8'b11100001; 
                    end
                    4'b0010: begin
                        anode = 8'b1101_1111;
                        cathode = 8'b11000101; 
                    end
                    4'b0011: begin
                        anode = 8'b1110_1111;
                        cathode = 8'b00110001; 
                    end
                    4'b0100: begin
                        anode = 8'b1111_1101;
                        cathode = 8'b00001001; 
                    end
                    4'b0101: begin
                        anode = 8'b1111_1110;
                        cathode = 8'b11000101; 
                    end
                    default: begin
                        anode = 8'b1111_1111;
                        cathode = 8'b00000000;
                    end
            endcase
       end else begin
       case (Q)
                           4'b0000: begin
                               anode = 8'b0111_1111;
                               cathode = 8'b01001001; 
                           end
                           4'b0001: begin
                               anode = 8'b1011_1111;
                               cathode = 8'b11100001; 
                           end
                           4'b0010: begin
                               anode = 8'b1101_1111;
                               cathode = 8'b11000101; 
                           end
                           4'b0011: begin
                               anode = 8'b1110_1111;
                               cathode = 8'b00110001; 
                           end
                           4'b0100: begin
                               anode = 8'b1111_0111;
                               cathode = 8'b01001001; 
                           end
                           4'b0101: begin
                               anode = 8'b1111_1011;
                               cathode = 8'b11100001; 
                           end
                           4'b0110: begin
                               anode = 8'b1111_1101;
                               cathode = 8'b11000101; 
                           end
                           4'b0111: begin
                               anode = 8'b1110_1110;
                               cathode = 8'b00110001; 
                           end
                           default: begin
                               anode = 8'b1111_1111;
                               cathode = 8'b00000000;
                           end
                   endcase
end
end
end
endmodule
`timescale 1ns / 1ps
module OneHz(
    input clk,
    input reset,
    output clk_1Hz
    );
    reg clk_reg = 0;
    reg [25:0] count;  
    always @(posedge clk) 
    begin 
        if (reset)
            count <= 0;
        else
            if(count == 49_999_999)
            begin
                count <= 0;
                clk_reg <= ~clk_reg;
            end
            else
                count <= count + 1;
    end
    assign clk_1Hz = clk_reg;
endmodule
`timescale 1ns / 1ps
module Sync_BCD_Counter (
    input clk, 
    input reset, 
    output reg [3:0] Q
);
reg [26:0] counter;  
    always@(posedge clk, posedge reset) begin
        if(reset) begin
            counter <= 27'b0;  
            Q <= 4'b0;
        end
        else if(counter == 100_000) begin  
            counter <= 27'b0;  
            if(Q < 9)  
                Q <= Q + 1'b1;
            else 
                Q <= 4'b0;
        end
        else
            counter <= counter + 1'b1;
       end
endmodule
`timescale 1ns / 1ps
module Traffic_Control_top(
    input reset,
    input clk,
    input [1:0] switch,
    output [2:0] Light_NS,
    output [2:0] Light_EW,
    output [7:0] cathode,
    output [7:0] anode
    );
    wire OneHz_wire;
    wire [7:0] anode;
    wire [7:0] cathode; 
    wire [3:0] Q; 
    BCD_To_7seg BCD(.reset(reset), .Q(Q), .Light_NS(Light_NS), .Light_EW(Light_EW), .cathode(cathode), .anode(anode));
    Sync_BCD_Counter counter(.clk(clk), .reset(reset), .Q(Q));
    Traffic_Light TL(.switch(switch), .reset(reset), .clk(OneHz_wire), .Light_NS(Light_NS), .Light_EW(Light_EW));
    OneHz One( .clk(clk), .reset(reset), .clk_1Hz(OneHz_wire));
endmodule
`timescale 1ns / 1ps
module Traffic_Light(
    input clk, reset,[1:0] switch,
    output reg [2:0] Light_NS,
    output reg [2:0] Light_EW
    );
    reg [1:0] states;
    localparam s0 = 2'b00,
               s1 = 2'b01,
               s2 = 2'b10,
               s3 = 2'b11;
    reg [5:0] count = 0;
    always @(posedge clk || reset)
        if (reset) begin 
            states <= s0;
            end
        else  
            case(states)
                s0: if(count == 9 || (switch[1] && states<=s0)) begin  
                        states <= s1;
                        end
                s1: if(count == 13) 
                       states <= s2;
                s2: if(count == 25 || (switch[0] && states<=s2))begin  
                      states <= s3;
                       end
                s3: if(count == 29)   
                       states <= s0; 
                default : states <= s0;    
            endcase 
        always @(posedge clk || reset)
        begin 
            if(reset)
                count <= 0;
            else
                if(count == 29)
                    count <= 0;
                else
                    count <= count + 1;
        end
        always @(posedge clk || reset)
            begin 
            case(states)
                s0: begin 
                    Light_NS <= 3'b010;  
                    Light_EW <= 3'b100;  
                    end   
                s1: begin 
                    Light_NS <= 3'b110;  
                    Light_EW <= 3'b100;  
                    end
                s2: begin 
                    Light_NS <= 3'b100;  
                    Light_EW <= 3'b010;  
                    end
                s3: begin 
                    Light_NS <= 3'b100;  
                    Light_EW <= 3'b110;  
                    end  
                default begin Light_NS <= 3'b010;  
                              Light_EW <= 3'b001;  
                        end
            endcase
        end               
endmodule
--- flow/run.sh ---
#!/bin/bash
# OpenROAD 26Q1-2900-gdf79404cd8, Yosys 0.63+post, stock flow scripts
make -C /OpenROAD-flow-scripts/flow DESIGN_CONFIG=/design/flow/config.mk WORK_HOME=/design/flow/orfs finish
==> Table 3: Implementation characteristics <==
Summary of implementation characteristics

Parameter                              Value

Run status
  Result of the run    completed

Final timing
  Setup repair after global routing missed its margin    no
  Max Freq    0.255 GHz
  Final tally of setup violations    0
  Post-route minimum period    3.92 ns
  Min setup slack post-route    1.38 ns
  Number of unconstrained endpoints    18
  Pin slew with the least headroom to its limit    0.796 ns
  Number of register pins that no clock reaches    14
  Setup total negative slack    0 ns
  Number of endpoints with negative hold slack in the final report    0
  Period utilization    0.740
  Slew margin rel.    0.469
  Final worst clock skew    0.00980 ns
  Max-slew violation count    0

Synth
  Post-synthesis sequential area ratio    0.426
  Share of the synthesized area in the top cell type    0.212
  Syn Inst Count    423
  Average footprint of a synthesized cell    8.92 um^2
  Count of instantiated cells in the yosys netlist    423
  Yosys Warn Count    0
  Proportion of synthesized flip-flops having asynchronous set or reset    0.431
  Most common cell in the synthesized netlist    sky130_fd_sc_hd__nor2_1
  Dominant cells by area after synthesis    sky130_fd_sc_hd__dfxtp_1 (21%), sky130_fd_sc_hd__dfrtp_1 (21%), sky130_fd_sc_hd__xnor2_1 (7.7%)
  Synthesized cell area    3770 um^2
  Flip-flop and latch count after synthesis    72
  Yosys Chip Area    3770 um^2
  Top flip-flop cell by instance count after synthesis    sky130_fd_sc_hd__dfxtp_1
  EDFF count, synth    1
  Dominant cell type by area after synthesis    sky130_fd_sc_hd__dfxtp_1
  Leading post-synthesis cells by instance count    sky130_fd_sc_hd__nor2_1 (50), sky130_fd_sc_hd__dfxtp_1 (40), sky130_fd_sc_hd__nand2_1 (34), sky130_fd_sc_hd__xnor2_1 (33), sky130_fd_sc_hd__dfrtp_1 (31)
  Unique cell types    57

Final layout
  Layout Cells excl Fill    558
  Fraction of layout instances using a drive strength above 1    0.0582
  Area of all placed cells without fillers    4270 um^2
  Growth of design area from synthesis to finish    13.2%

Pwr
  Highest ir drop seen on vdd    0.000137 V
  PwrDens    205 nW/um^2
  Leakage power figure    1.60 nW

Min path
  Cell count of the worst hold path    1
  Startpoint of the worst hold path    counter.counter[26]
  Worst Hold Path EP    counter.counter[26]
  Class of the most critical hold timing path    reg -> reg

Place
  IO Port Bufs    22
  Final Wtd Congestion    0.845
  Total placed instance area    4070 um^2
  Inst Count DP    542
  Post-placement worst setup slack    1.36 ns
  Half-perimeter wire length of the detailed placement result    5.15 mm

CTS
  Clock latency on the worst-skew pair    0.34 ns
  Resized Gates After CTS    0
  Deepest level of the CTS H-tree    3
  Bufs on Longest Clock Path    2
  Clock tree from TritonCTS    yes
  Cell chosen for the clock root    sky130_fd_sc_hd__clkbuf_8
  Total of hold buffers inserted after clock tree synthesis    0
  Clock transition at the register clock pins on the worst setup and hold paths after CTS    0.06 ns
  Number of post-CTS setup repair buffers    0
  Clock buffer count from CTS    9

Detailed routing
  Via density per instance    5.45
  Routed via count    3039
  Routed length per placed instance    13.4 um
  Drt drc    0
  Number of nets with antenna violations after detailed routing    0
  First-pass detailed-route iteration total    7
  Final routed wirelength across all metal layers    7.47 mm
  Ant diodes    0
  Initial drt markers    88

Critical path
  Critical register-to-register path startpoint    One.count[0]
  Standard cell with the maximum stage delay on the critical path    sky130_fd_sc_hd__clkdlybuf4s50_1
  Data arrival time of the critical path    2.86 ns
  FF-to-FF path depth    5
  Crit path max-delay family    buffers and inverters
  Launching element type of the critical path    input pin
  Most numerous cell on the critical path    sky130_fd_sc_hd__clkdlybuf4s50_1
  Startpoint of the most critical setup path    reset
  Combined buffer and inverter count along the critical path    2
  Crit path max fanout    14
  Setup slack of the most critical reg-to-reg path    2.99 ns
  Worst flop-to-flop path endpoint    One.count[4]
  Delay of the slowest cell on the worst path    0.68 ns
  Crit path capture type    output port
  Critical path class    in -> out
  Ordered cell list for the critical path    clkdlybuf4s50_1 > nor2_1 > o221ai_1 > a21oi_1 > clkdlybuf4s50_1
  Endpoint required time on the critical path    4.24 ns

Floorplan
  Die W    99.1 um
  Floorplan die area    9830 um^2
  Height of the die    99.1 um
  Area inside the core boundary    9200 um^2
  Number of top-level pins    26
  Pre-Place Util    0.410
  # rows    35

Global routing
  GRT Residual Overflow    0
  Vias in the first global route    2819
  Global routing usage summed across all routing layers    0.162
  Number of antenna violations at the first check in global routing    0
  Global-route wire length before repair    12.8 mm
  Maximum number of pins on one net before global-route repair    35

Run
  Number of warnings in the stage logs    30
  Maximum Capacitance Violations    0
[how the worst max path moves through the flow]
stage                 to  depth (start not counted)
finish        cathode[2]                          5
global route  cathode[2]                          5
CTS           cathode[2]                          5
[cells in the final DEF, fill, tap and decap left out, drive strengths merged, types with 6 or more instances in the layout]
master and n:
a21oi 21, and4 11, clkbuf 13, clkdlybuf4s50 22, dfrtp 31, dfxtp 40, ha 10, inv 14
nand2 34, nand2b 6, nand3 18, nand4 20, nor2 50, nor3 12, nor4 10, o21ai 16
o31ai 7, or3 6, xnor2 33, xor2 9
[cell type report]
type	count	area (um^2)
clock buffers	13	180
repair buffers	24	235
well taps	111	139
flip-flops and latches	72	1610
fillers	871	4920
inverters	13	48.8
multi-input cells	322	2040
clock inverters	3	18.8
[sequential cells by signal (all words and copies together), names as in the netlist]
name	flops
One.clk_1Hz	1
One.count	26
TL.Light_EW	2
TL.Light_NS	2
TL.count	6
TL.states	4
counter.Q	4
counter.counter	27
[layer usage]
layer	part of all wire	up-vias	GRT usage
met5	0	-	0
met4	0.014	0	0.0226
met3	0.035	11	0.0329
met2	0.44	58	0.253
met1	0.51	1416	0.248
li1	-	1554	-
[report_power, final]
part	switching [mW]	leakage, nW	total, mW	internal [mW]
combinational	0.0157	0.741	0.0254	0.00971
sequential	0.00313	0.757	0.449	0.446
clock	0.177	0.101	0.400	0.223
total	0.195	1.60	0.874	0.679
[cells by family after synthesis]
logic type                 synth area share
AOI/OAI and AO/OA                     0.102
adders and majority gates            0.0332
xor gates and xnor gates             0.0975
buffers and inverters                0.0348
DFF                                   0.426
other                              0.000994
and+or+nand+nor                       0.286
muxes                                0.0196
[stage by stage]
| step | hold slack, ns | util | total power, mW |
|---|---|---|---|
| 6_report | 0.471 | 0.464 | 0.874 |
| 5_1_grt | 0.490 | 0.464 | 0.912 |
| 4_1_cts | 0.476 | 0.464 | 0.889 |
| 3_5_place_dp | 0.460 | 0.443 | 0.484 |
| 3_3_place_gp | 0.450 | 0.443 | 0.484 |
| 2_1_floorplan | 0.437 | - | 0.474 |
Power figures rest on the tool's default switching activity, not on a simulated workload.
